**flow/run.sh**
```bash
#!/bin/bash
# OpenROAD 26Q1-2900-gdf79404cd8, Yosys 0.63+post, stock flow scripts
make -C /OpenROAD-flow-scripts/flow DESIGN_CONFIG=/design/flow/config.mk WORK_HOME=/design/flow/orfs finish
```
**flow/config.mk**
```make
export PLATFORM = sky130hd
export DESIGN_NAME = Reg_File
export DESIGN_NICKNAME = Reg_File
export VERILOG_FILES = /design/flow/design.v
export SDC_FILE = /design/flow/constraint.sdc
export NUM_CORES = 4
export LEC_CHECK = 1
export CORE_UTILIZATION = 50
```
**flow/constraint.sdc**
```tcl
current_design Reg_File

set clk_period 2.5
set clk_io_pct 0.2

create_clock -name clk0 -period $clk_period [get_ports {CLK}]

set non_clock_inputs [all_inputs -no_clocks]
set_input_delay [expr $clk_period * $clk_io_pct] -clock clk0 $non_clock_inputs
set_output_delay [expr $clk_period * $clk_io_pct] -clock clk0 [all_outputs]
```
**flow/design.v**
```verilog
`timescale 1ns / 1ps
module Reg_File(
    input CLK,
    input [7:0] DIN,
    input RF_WR,
    input [4:0] ADRX,
    input [4:0] ADRY,
    output logic [7:0] DX_OUT,
    output logic [7:0] DY_OUT
    );
    logic [7:0] regMemory [0:31];  
    initial
    begin
        int i;
        for (i = 0; i < 32; i++)
        begin
            regMemory[i] = 0;
        end
     end
    always_ff @ (posedge CLK)
    begin
        if(RF_WR == 1)
        begin
            regMemory[ADRX] <= DIN;
        end
    end
    assign DX_OUT = regMemory[ADRX];
    assign DY_OUT = regMemory[ADRY];  
endmodule
```
==> notes.md <==
The layout was made with Yosys and OpenROAD.

The run finished, with violations left. The checks that failed: setup timing. The cell type with the largest total area is sky130_fd_sc_hd__edfxtp_1. The synthesis report lists the most area-consuming cells as sky130_fd_sc_hd__edfxtp_1 (65%), sky130_fd_sc_hd__mux4_2 (28%), sky130_fd_sc_hd__a22oi_1 (2.0%), sky130_fd_sc_hd__nor2_1 (1.1%), sky130_fd_sc_hd__mux2_2 (0.77%). The detailed placer reported the number of placed instances as 978. The highest supply drop recorded on VDD is roughly 500 µV. The pin slew with the least headroom to its limit is 0.503 ns. The relative contribution of combinational cells to total power is 0.104.

The power report attributes to the clock group a share of 0.416. The simple-gate share of the synthesized area is 0.0270. The number of warnings printed during yosys synthesis is 1. Grouping non-sequential cells by family puts the most area in multiplexers.

In this run the horizontal extent of the chip is 155 µm. The number of enable flip-flop cells is 256. The total wire length is about 34 mm. The required time at the worst-slack endpoint is about 2 ns. The worst-case headroom to the max-slew limit is 0.664. Yosys reports that the most numerous cell types are sky130_fd_sc_hd__edfxtp_1 (256), sky130_fd_sc_hd__mux4_2 (144), sky130_fd_sc_hd__nor2_1 (33), sky130_fd_sc_hd__a22oi_1 (32), sky130_fd_sc_hd__clkbuf_1 (17). The number of standard-cell rows in the floorplan is between 50 and 60. From the final report, the count of setup violators was given as 16. The yosys cell count is 543. Setup total negative slack on the finished layout was measured at -4.40 ns. The number of sinks handled by clock tree synthesis is ~260.

Detailed-route iteration 0 reported a violation count of approximately 500. No sink is reached through more buffers than the 3 on the longest clock path. The final timing report derives a shortest allowable period of 2.93 ns. The main flop type after synthesis is sky130_fd_sc_hd__edfxtp_1. The flip-flop count of the largest register after layout is about 260. The die is 155 µm tall. The fraction of registers with async set/reset is 0.

The root buffer selected by CTS is sky130_fd_sc_hd__clkbuf_16. Of the cells placed in the final design, the portion with a size suffix greater than 1 is 0.533. The clock input transition at the sequential cells of the worst setup and hold paths is 0.06 ns. The count of antenna-violating nets left after detailed routing is 0. For this configuration, the core starts out at a cell density of 0.515.

The share of the Yosys chip area taken by registers is 0.653. Summed over all nets, the switching power comes to around 2.2 mW. The total global-route track usage is 0.339. For this run the aggregate overflow at the end of global routing stands at 0. The number of hold violations in the final report is 0. RePlAce ended its routability-driven mode at a weighted congestion of between 0.9 and 1. The maximum fanout count along the critical path is 2.

The capturing instance or port of the critical path is DY_OUT[5]. The remaining design rule violation count is 0. The post-CTS hold buffer count recorded in the log is 0. The routed wire length per instance is approximately 32 µm. The area growth from synthesis to layout is 26.3%. The mean instance size in the synthesized netlist is between 20 and 25 µm². The most common cell in the netlist is sky130_fd_sc_hd__edfxtp_1. The largest registers in the layout are regMemory x256. Switching power as a fraction of the total was reported as 0.218. The largest net degree at the start of global routing is 33. Once routing completed, OpenROAD measured the worst setup slack at -0.429 ns. In this run the full chip footprint comes out at around 0.024 mm².

The number of max-slew violations in the final report is 0. The max-capacitance violation count is 0. Yosys reports the multiplexer fraction of the synthesized area as 0.283. Of the total synthesized cell area, the portion taken by full adders, half adders and majority gates is 0. Setup repair after global routing could not meet its margin everywhere. The number of different library cells used by synthesis comes to 20.

The worst setup path is launched from a flip-flop. The count of cells in the finished layout, fillers not included, comes to 1057. Once synthesis finished, the tally of register bits stood at 256. For this run, the chip area from Yosys synthesis comes to roughly 0.012 mm². The sequential share of power is 0.481. Counting flops per register, the top entry is regMemory.

The cell leakage power is around 5 nW. The timing startpoint of the critical path is regMemory[23][5]. The worst setup path category is flip-flop to output port.

Of the total synthesized cell area, the portion taken by XOR and XNOR cells is 0. The data arrival time of the worst path is around 2.4 ns. Synthesis produced a netlist whose cell count is about 540. The final route contains just under 7k vias. The type recorded for the worst min-delay path is input port to flip-flop. The total I/O pin count is 36. The script logs the ratio of routed vias to standard cells as between 6 and 7. The power report lists cell-internal power as about 7.8 mW. The kind of end point of the critical path is an output port. The first global-routing pass estimated between 50 and 60 mm of wire. The synthesized cell area is 0.0118 mm². The number of buffers created by CTS is 27. TritonCTS built the clock tree. The share of the clock period used by the worst path is 1.17.

The power per cell area is 672 mW/mm². The quantity of I/O buffers inserted on ports is 35. Per the synthesis report, the AND-OR/OR-AND share of the synthesized area is 0.0204. The highest achievable clock rate is between 0.3 and 0.4 GHz. The number of OpenROAD warnings is 27. The area share of the largest cell type after synthesis is 0.653.

The first-pass iteration count of the detailed router is 5. The number of global-route vias before repair is roughly 8k. The placed wire-length estimate after detailed placement is ~23 mm. The number of antenna violations at the first check in global routing came to 0. The core region is approximately 0.023 mm².

The number of H-tree levels is 1.
-- stage by stage --
stage,power (mW),setup slack (ns),util,hold WS (ns),area [µm²]
finish,9.99,-0.429,0.651,0.800,14900
global route,10.2,-0.466,0.651,0.824,14900
CTS,9.98,-0.437,0.647,0.796,14800
detailed placement,5.85,-0.771,0.592,1.34,13500
global placement,5.84,-0.766,0.592,1.33,13500
floorplan,5.36,0.00865,-,0.599,11900
-- how the worst min path moves through the flow --
stage | startpoint | endpoint | slack [ns] | cells after the start
after CTS | DIN[4] | regMemory[4][4] | 0.80 | 2
after global routing | DIN[4] | regMemory[18][4] | 0.82 | 2
final | DIN[4] | regMemory[18][4] | 0.80 | 2
-- power by group through the flow --
stage / Combinational [mW] / Sequential [mW] / Clock, mW
4_1_cts: 1.01 / 4.80 / 4.17
6_report: 1.03 / 4.80 / 4.15
5_1_grt: 1.09 / 4.80 / 4.36
-- cell type report --
class                      count  area [µm²]
tap                          313         392
sequential                   256        7690
timing repair buffer         193        1850
antenna                        1        2.50
clock inverter                20         239
multi-input combinational    245        4010
fill                        1547        7980
clock buffer                  29         683
-- cell families (layout without fill, tap and decap cells) --
family                 Yosys count  in the layout
other                            0              1
AOI/OAI and AO/OA               32             32
buffers and inverters           42            242
muxes                          152            152
and+or+nand+nor                 61             61
DFF                            256            256
-- layer usage --
layer  global-route usage  part of all wire  up-vias
met1                0.500              0.34     3494
met3                0.224              0.16       65
met4               0.0574             0.023        2
met2                0.478              0.47      480
li1                     -                 -     2782
met5               0.0207            0.0019        -
-- worst max-delay path: stages, from the launching register on --
cell                       delay (ns)
sky130_fd_sc_hd__edfxtp_1        0.42
sky130_fd_sc_hd__mux4_2          0.51
sky130_fd_sc_hd__mux4_2          0.54
sky130_fd_sc_hd__mux2_4          0.32
sky130_fd_sc_hd__buf_6           0.11
-- layout by cell type, fill, tap and decap left out --
cell / synthesis / layout
sky130_fd_sc_hd__edfxtp_1: 256 / 256
sky130_fd_sc_hd__mux4_2: 144 / 144
sky130_fd_sc_hd__buf_4: 6 / 126
sky130_fd_sc_hd__nor2_1: 33 / 33
sky130_fd_sc_hd__clkbuf_16: 0 / 27
sky130_fd_sc_hd__buf_12: 0 / 20
sky130_fd_sc_hd__buf_2: 7 / 18
sky130_fd_sc_hd__a22oi_1: 32 / 17
sky130_fd_sc_hd__a22oi_2: 0 / 15
sky130_fd_sc_hd__clkdlybuf4s50_1: 0 / 12
sky130_fd_sc_hd__mux2_4: 0 / 8
sky130_fd_sc_hd__nand4_1: 8 / 8
sky130_fd_sc_hd__buf_16: 0 / 7
sky130_fd_sc_hd__buf_6: 1 / 7
sky130_fd_sc_hd__nand3b_1: 5 / 5
sky130_fd_sc_hd__bufinv_16: 0 / 5
sky130_fd_sc_hd__clkinv_1: 0 / 5
sky130_fd_sc_hd__clkinv_2: 0 / 4
sky130_fd_sc_hd__and3b_2: 0 / 3
sky130_fd_sc_hd__or3b_2: 3 / 3
sky130_fd_sc_hd__dlygate4sd2_1: 0 / 3
sky130_fd_sc_hd__nor3b_2: 0 / 2
sky130_fd_sc_hd__nand3_1: 2 / 2
sky130_fd_sc_hd__clkinv_4: 0 / 2
sky130_fd_sc_hd__clkbuf_1: 17 / 2
sky130_fd_sc_hd__clkinvlp_4: 0 / 2
sky130_fd_sc_hd__inv_6: 0 / 2
sky130_fd_sc_hd__diode_2: 0 / 1
sky130_fd_sc_hd__and3_2: 0 / 1
sky130_fd_sc_hd__nor3b_1: 3 / 1
sky130_fd_sc_hd__nor3_1: 1 / 1
sky130_fd_sc_hd__nand2_1: 1 / 1
sky130_fd_sc_hd__or3_1: 1 / 1
-- what timing repair did --
item                                    4_1_cts  5_1_grt
pin swaps                                    14        4
gates resized                                95        7
cloned                                        5        0
setup buffers                                20        6
endpoints found under the setup margin       16       16
No activity file was given, so power comes from the tool's default toggle rates.

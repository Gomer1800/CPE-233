File: flow/design.v
`timescale 1ns / 1ps
module ScratchRAM(
    input CLK,
    input [9:0] DATA_IN,
    input SCR_WE,
    input [7:0] SCR_ADDR,
    output logic [9:0] DATA_OUT
    );
logic [9:0] memory [0:255];
initial 
begin 
    int i;
    for ( i=0; i< 255; i++)
        memory [i] = 0;     
 end 
always_ff @ (posedge CLK)
begin 
    if (SCR_WE ==1)
        memory[SCR_ADDR] <= DATA_IN;
end
assign DATA_OUT = memory[SCR_ADDR];
endmodule
File: flow/constraint.sdc
current_design ScratchRAM

set clk_period 13.9
set clk_io_pct 0.2

create_clock -name clk0 -period $clk_period [get_ports {CLK}]

set non_clock_inputs [all_inputs -no_clocks]
set_input_delay [expr $clk_period * $clk_io_pct] -clock clk0 $non_clock_inputs
set_output_delay [expr $clk_period * $clk_io_pct] -clock clk0 [all_outputs]
File: flow/config.mk
export PLATFORM = sky130hd
export DESIGN_NAME = ScratchRAM
export DESIGN_NICKNAME = ScratchRAM
export VERILOG_FILES = /design/flow/design.v
export SDC_FILE = /design/flow/constraint.sdc
export NUM_CORES = 4
export LEC_CHECK = 1
export CORE_UTILIZATION = 50
File: flow/run.sh
#!/bin/bash
# OpenROAD 26Q1-2900-gdf79404cd8, Yosys 0.63+post, stock flow scripts
make -C /OpenROAD-flow-scripts/flow DESIGN_CONFIG=/design/flow/config.mk WORK_HOME=/design/flow/orfs finish
==> impl_metrics.env <==
# physical design summary
export IMPL_yosysCellCount=4328
export IMPL_numCtsBuffers=280
export IMPL_hp_class="input pin to flip-flop"
export IMPL_cp_cell_sequence="buf_8 -> buf_4 -> buf_4 -> mux4_2 -> a22oi_1 -> a21oi_1 -> o41ai_1 -> buf_4 -> nand4_1 -> clkdlybuf4s50_1"
export IMPL_core_rowCount=161
export IMPL_drc=0
export IMPL_grt_pass1_vias=51800
export IMPL_netlist_area_um2=97400
export IMPL_vias_per_cell=6.18
export IMPL_cts_tree="built"
export IMPL_slowest_delay_ns=1.04
export IMPL_p_int_uw=12700
export IMPL_root_buffer="clkbuf_16"
export IMPL_netSwitchingFraction=0.208
export IMPL_dp_cells=7007
export IMPL_cts_hold_buf=0
export IMPL_netSwitchingPower_uw=3320
export IMPL_total_power_uw=16000
export IMPL_cts_resized=0
export IMPL_synthCells=4328
export IMPL_clock_sinks=2560
export IMPL_stdcell_count=7485
export IMPL_synth_area_per_cell_um2=22.5
export IMPL_clkPwrFrac=0.423
export IMPL_drt_total_wl_um=240000
export IMPL_finalMaxSlewViolations=0
export IMPL_start_kind="input pin"
export IMPL_worst_pin_slew_ns=1.16
export IMPL_outcome="completed"
export IMPL_critical_path_buf_inv_count=5
export IMPL_gp_congestion=0.869
export IMPL_antenna_found_initial=4
export IMPL_hold_violations=0
export IMPL_area_growth_pct=14.3
export IMPL_htree_levels=5
export IMPL_ant_nets=0
export IMPL_cp_arrival_ns=7.83
export IMPL_die_w_um=443
export IMPL_path_max_fanout=50
export IMPL_p_leak_uw=0.0346
export IMPL_wl_per_cell_um=32.0
export IMPL_worstSetupPathDepth=10
export IMPL_log_warning_count=32
export IMPL_grt_pass1_wl_um=352000
export IMPL_dr_total_vias=46300
export IMPL_core_area_um2=193000
export IMPL_gr_total_overflow=0
export IMPL_crit_family="buffers and inverters"
export IMPL_ys_area_um2=97400
export IMPL_largest_reg_flops=2560
export IMPL_finalClockPeriodUsage=0.764
export IMPL_synth_seq_cells=2560
export IMPL_p_per_area_nw_per_um2=144
export IMPL_hpwl_um=140000
export IMPL_fin_crit_ns=10.61
export IMPL_worstPathRequired_ns=11.12
export IMPL_ys_seq_frac=0.789
export IMPL_grtUsageTotal=0.283
export IMPL_grt_max_degree=125
export IMPL_ir_drop_uv=108
export IMPL_crit_slowest_cell="o41ai_1"
export IMPL_slew_headroom=0.214
export IMPL_p_seq_frac=0.532
export IMPL_criticalPathCategory="input pin to primary output"
export IMPL_clockBufferDepth=4
export IMPL_clk_pin_slew_ns=0.05
export IMPL_rsz0062_at_grt="no"
export IMPL_crit_path_end_kind="primary output"
export IMPL_die_area_um2=197000
export IMPL_setup_viol=0
export IMPL_holdPathStages=1
export IMPL_die_y_um=443
export IMPL_ys_warn_count=1
export IMPL_drtPass1Iterations=6
export IMPL_tns_ns=0
export IMPL_io_pins=30
export IMPL_hold_path_end="memory[66][1]"
export IMPL_share_comb_of_total_power=0.045
export IMPL_numPortBuffers=29
export IMPL_reg_top3="memory (2560)"
export IMPL_min_from="DATA_IN[1]"
export IMPL_layout_drive_gt1_share=0.291
export IMPL_cpMostUsedCell="buf_4"
export IMPL_fp_util=0.505
export IMPL_drt_iter0_drc=3127
export IMPL_ys_types=22
export IMPL_fmax_mhz=94.2
export IMPL_largest_register="memory"
export IMPL_maxCapViolations=0
export IMPL_cts_setup_buffers=0
-- layout make-up --
cell class | instances | area, um^2
diodes | 5 | 12.5
clock buffers | 341 | 7430
clock inverters | 132 | 803
fillers | 13600 | 81700
inverters | 1 | 3.75
multi-input cells | 1492 | 19600
flip-flops and latches | 2560 | 76900
well taps | 2526 | 3160
repair buffers | 428 | 3500
-- cells in the final DEF, fill, tap and decap left out, types with 16 or more instances in the layout --
| cell type | Yosys | final |
|---|---|---|
| nand2_1 | 28 | 26 |
| o41ai_2 | 0 | 16 |
| clkinv_1 | 0 | 66 |
| edfxtp_1 | 2560 | 2560 |
| buf_4 | 16 | 387 |
| nor2_1 | 232 | 231 |
| clkbuf_1 | 178 | 52 |
| clkbuf_16 | 0 | 289 |
| clkinv_2 | 0 | 45 |
| a22oi_1 | 320 | 320 |
| a21oi_1 | 160 | 160 |
| nor3_1 | 30 | 26 |
| o41ai_1 | 40 | 24 |
| clkdlybuf4s50_1 | 0 | 17 |
| mux4_2 | 640 | 640 |
-- per-layer routing --
layer  GRT usage  wire (um)
met1       0.403      79900
met2       0.399     114000
met3       0.196      38300
met4      0.0650       7020
met5     0.00928        267
-- cell usage after synthesis --
cell type	number	area, um^2
nand3_1	13	65.1
buf_1	24	90.1
nand2_1	28	105
nor3_1	30	150
buf_4	16	120
nand4_1	10	62.6
buf_6	5	56.3
edfxtp_1	2560	76900
a21oi_1	160	801
nor2_1	232	871
nor2b_1	7	43.8
inv_1	1	3.75
o41ai_1	40	350
and2_1	2	12.5
nand2b_1	6	37.5
mux4_2	640	14400
or2_2	2	12.5
clkbuf_1	178	668
buf_2	52	260
and2_0	1	6.26
a22oi_1	320	2400
or3_1	1	6.26
-- worst max path at each step --
stage | start | end | slack (ns)
6_report | SCR_ADDR[0] | DATA_OUT[8] | 3.29
5_1_grt | SCR_ADDR[0] | DATA_OUT[8] | 2.91
4_1_cts | SCR_ADDR[0] | DATA_OUT[8] | 3.03
-- power by group through the flow --
| stage | Sequential, uW | Clock, uW | Combinational, uW |
|---|---|---|---|
| CTS | 8510 | 6890 | 733 |
| global route | 8510 | 7180 | 772 |
| finish | 8510 | 6760 | 718 |
-- cells by family after synthesis --
family,synth area share
flops,0.789
simple gates,0.0141
compound gates,0.0365
mux,0.148
buf+inv,0.0123
-- per-stage QoR --
| stage | area [um^2] | hold WS, ns | setup slack (ns) | utilization |
|---|---|---|---|---|
| 2_1_floorplan | 97400 | 2.88 | 6.50 | - |
| 3_3_place_gp | 103000 | 3.20 | 2.95 | 0.534 |
| 3_5_place_dp | 103000 | 3.22 | 3.04 | 0.534 |
| 4_1_cts | 111000 | 2.25 | 3.03 | 0.577 |
| 5_1_grt | 111000 | 2.28 | 2.91 | 0.577 |
| 6_report | 111000 | 2.28 | 3.29 | 0.577 |
Power and IR drop assume default switching activity.
